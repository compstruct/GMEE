File: design/flow/run.sh
#!/bin/bash
# OpenROAD 26Q1-2900-gdf79404cd8, Yosys 0.63+post, stock flow scripts
make -C /OpenROAD-flow-scripts/flow DESIGN_CONFIG=/design/flow/config.mk WORK_HOME=/design/flow/orfs finish
File: design/flow/config.mk
export PLATFORM = sky130hd
export DESIGN_NAME = mult16appx2
export DESIGN_NICKNAME = mult16appx2
export VERILOG_FILES = /design/flow/design.v
export SDC_FILE = /design/flow/constraint.sdc
export NUM_CORES = 4
export LEC_CHECK = 1
export CORE_UTILIZATION = 30
File: design/flow/constraint.sdc
current_design mult16appx2

set clk_period 8.8
set clk_io_pct 0.2

create_clock -name clk0 -period $clk_period

set non_clock_inputs [all_inputs -no_clocks]
set_input_delay [expr $clk_period * $clk_io_pct] -clock clk0 $non_clock_inputs
set_output_delay [expr $clk_period * $clk_io_pct] -clock clk0 [all_outputs]
File: design/flow/design.v
module mult16appx2 (a,b,y); 
input [15:0] a;
input [15:0] b; 
output reg [31:0] y; 
wire _3a;
always @ (a or b or _3a)  
begin
if(b < 49152 )
	if(b < 24576 )
		if(b < 12288 )
			if(b < 6144 )
				if(b < 3072 )
					if(b < 1536 )
						if(b < 768 )
							if(b < 384 )
								if(b < 192 )
									if(b < 96 )
										if(b < 48 )
											if(b < 24 )
												if(b < 12 )
													if(b < 6 )
														if(b < 3 )
														begin
															if(b == 2)
																y = a << 1;
															if(b == 1)
																y = a ;
															else
																y = 0;
														end
														else
														if (b ==3)
														y = _3a;
														else
														y = a << 2;
													else
													if (b ==6)
													y = _3a<<1;
													else
													y = a << 3;
												else
												if (b ==12)
												y = _3a<<2;
												else
												y = a << 4;
											else
											if (b ==24)
											y = _3a<<3;
											else
											y = a << 5;
										else
										if (b ==48)
										y = _3a<<4;
										else
										y = a << 6;
									else
									if (b ==96)
									y = _3a<<5;
									else
									y = a << 7;
								else
								if (b ==192)
								y = _3a<<6;
								else
								y = a << 8;
							else
							if (b ==384)
							y = _3a<<7;
							else
							y = a << 9;
						else
						if (b ==768)
						y = _3a<<8;
						else
						y = a << 10;
					else
					if (b ==1536)
					y = _3a<<9;
					else
					y = a << 11;
				else
				if (b ==3072)
				y = _3a<<10;
				else
				y = a << 12;
			else
			if (b ==6144)
			y = _3a<<11;
			else
			y = a << 13;
		else
		if (b ==12288)
		y = _3a<<12;
		else
		y = a << 14;
	else
	if (b ==24576)
	y = _3a<<13;
	else
	y = a << 15;
else
if (b ==49152)
y = _3a<<14;
else
y = a << 16;
end
assign _3a = a + a << 1;
endmodule
==> results.txt <==
This note records the results obtained with Yosys and OpenROAD.

Layout
In the finished layout, the clock tree contains a buffer count of 0. The post-synthesis to final-layout area growth is 19.2%. The library cells used most frequently in the layout, excluding fill and tap cells, are nand2_1, clkdlybuf4s50_1, a21oi_1, o21ai_0, nor2_1. The most instantiated logic cell after routing is nand2_1.

The layout report lists the combined flip-flop and latch area as 0 sq um. The number of sequential cells reported for the layout is 0. The share of final-layout standard cells stronger than drive strength 1 is approximately 4.7%.

Synth
Synthesis produced a netlist whose cell count is 489. The mean instance size in the synthesized netlist is 5.91 sq um. Per the Yosys statistics, synthesis produced between 400 and 500 cells. The stat command in Yosys gives a chip area of 2890 sq um. Yosys mapped the design onto approximately 60 distinct sky130hd cell types. The largest combinational cell category by area is AND-OR/OR-AND gates. The synthesis run shows multiplexers occupying 0% of the cell area. In this run the cell area of the synthesized design comes to 2890 sq um. The post-synthesis compound-gate area fraction is a little over half.

The area share of xor/xnor cells in the synthesized design is 0%. Per the synthesis report, the adder-cell share of the synthesized area is 0%. The synthesis report lists the Yosys warning total as 1. In the Yosys report, the sequential cells make up 0% of the chip area. The basic-gate share of the synthesized area counting and, or, nand and nor cells is 36.6%.

Clocking
The number of buffers inserted for hold repair after clock tree synthesis is 0. The post-CTS resize count is 0. Buffers added to address setup during post-CTS repair amount to 0.

Routing
Antenna repair during routing inserted a diode count of 0. The ratio of routed vias to standard cells is around 7. The iteration tally of the first detailed-router pass is 6. The remaining number of nets flagged by the antenna check after routing is 0. In the post-route report, total wirelength is listed as 13.2 mm. The routed layout reports a DRC error count of 0. The detailed router placed approximately 4300 vias in this run. For this sky-water flow run, the detailed-routed wirelength per cell is reported as 21.1 um. After the first detailed-routing iteration, the DRC count stood at between 400 and 500.

Floorplan
The number of placement rows is 35. Per the OpenROAD floorplan log, the width of the die is approximately 100 um. The floorplan die area is about 10000 sq um. Once the floorplan was initialized, standard cells occupied a little under a third of the core. about 64 I/O pins were placed.

The placeable core area is just over 9000 sq um. The height of the die is 100 um.

Power
The peak supply drop is 0.0255 mV. In this run the static leakage power is between 1 and 1.5 nW. Per the summary, power density relative to cell area is approximately 36 nW/um^2.

Outcome
The run finished with clean final reports.

Global routing
Global routing used around 27% of the available tracks across all layers. The first global-routing pass estimated between 20 and 25 mm of wire. Recorded from the global router log, the overflow total was 0.

The largest net degree at the start of global routing is 23. The via count of the first global-routing pass is roughly 4000. The number of antenna violations at the first check in global routing was 0.

Placed design
Per the gpl log, the routability congestion estimate is 0.978. Once detailed placement completed, the half-perimeter wirelength came to ~9.1 mm. Logged for this run, the post-placement worst setup slack is 1470 ps.

The count of input and output buffers is about 64.

Worst setup path
The worst path required time is roughly 7000 ps. STA classifies the critical path startpoint as a primary input. The arrival time at the worst endpoint is about 5700 ps. The maximum fanout count along the critical path is 16. For reference, the most critical setup path is categorized as primary input to output pin. The category of the worst setup path capture point is an output pin.

Flow run
Max-cap violations in this run came to 0. The number of logged tool warnings is 32.

Final timing
The routed design could run at a clock period as short as between 7000 and 8000 ps. The count of endpoints failing setup in the final report is 0. Per the slew report, the remaining headroom to the max-slew limit stands at ~33%. The post-route clock period utilization is between 80% and 90%. Setup repair after global routing left no endpoint under its margin.

The highest clock rate this design can be run at is 134 MHz. For the final routed database, the setup TNS stands at 0 ps. In the final report, the number of pins over their slew limit comes to 0.

The slack of the critical path is between 1000 and 1500 ps. The actual slew at the worst max-slew pin is around 1000 ps. The total count of hold-check failures in the final report is 0.

Min path
Hold analysis shows the worst path with a depth of 4. The min-delay analysis places its worst path in the category primary input to output pin.
==> critical path, cell delays in order <==
cell and delay [ps]:
clkdlybuf4s50_1 590, nor4_4 800, nand4b_1 590, a221oi_2 760, a221oi_1 170, a21oi_1 200
nor3_1 70, a311oi_1 260, clkdlybuf4s50_1 520
==> metal layers <==
metal / routed length, um / global-route usage (%) / vias up
met3: 1470 / 3.40 / 42
met1: 5460 / 40.2 / 1979
met2: 5820 / 39.5 / 306
met4: 422 / 9.48 / 0
met5: 0 / 0 / -
li1: - / - / 1952
==> kinds of logic (layout without fill, tap and decap cells) <==
| kind of cell | count (synthesis) | count (layout) |
|---|---|---|
| AOI/OAI and AO/OA | 221 | 221 |
| buffers and inverters | 67 | 72 |
| and+or+nand+nor | 201 | 201 |
==> report_power, final <==
group          total [W]  switching, W  leakage (nW)  internal, W
Clock                  0             0             0            0
Combinational   0.000124     0.0000707          1.03    0.0000538
Sequential             0             0             0            0
Total           0.000124     0.0000707          1.03    0.0000538
==> Yosys cell counts (8+ instances only) <==
cell type | number | area, sq um
nand2_1 | 66 | 248
a221o_1 | 8 | 80.1
a21oi_1 | 49 | 245
a22oi_1 | 25 | 188
a211oi_1 | 9 | 67.6
a221oi_1 | 20 | 175
o211ai_1 | 11 | 82.6
nor2_1 | 35 | 131
a31oi_1 | 10 | 62.6
buf_2 | 15 | 75.1
nor3_1 | 14 | 70.1
o21ai_0 | 45 | 225
nand3_1 | 31 | 155
clkbuf_1 | 38 | 143
nor4_1 | 9 | 56.3
==> worst paths after layout <==
check	startpoint	endpoint	slack [ps]
setup / recovery	b[13]	y[22]	1310
hold / removal	b[0]	y[0]	4850
==> area by class of cell <==
| class | count | area, sq um |
|---|---|---|
| tap | 129 | 161 |
| inverter | 1 | 3.75 |
| fill | 1022 | 5840 |
| multi-input combinational | 422 | 2590 |
| timing repair buffer | 71 | 693 |
==> metrics by stage <==
stage	hold slack, ps	cells	power (W)	utilization (%)	area, sq um
3_3_place_gp	4850	623	0.000121	37.1	3450
2_1_floorplan	3630	489	0.0000697	-	2890
3_5_place_dp	4840	623	0.000121	37.1	3450
5_1_grt	4870	623	0.000136	37.1	3450
4_1_cts	4850	623	0.000122	37.1	3450
6_report	4850	623	0.000124	37.1	3450
Power and IR drop assume default switching activity.
