[flow/config.mk]
export PLATFORM = sky130hd
export DESIGN_NAME = ff_mult32appxMux
export DESIGN_NICKNAME = ff_mult32appxMux
export VERILOG_FILES = /design/flow/design.v
export SDC_FILE = /design/flow/constraint.sdc
export NUM_CORES = 4
export LEC_CHECK = 1
export CORE_UTILIZATION = 40
[flow/constraint.sdc]
current_design ff_mult32appxMux

set clk_period 25.6
set clk_io_pct 0.2

create_clock -name clk0 -period $clk_period [get_ports {clk}]

set non_clock_inputs [all_inputs -no_clocks]
set_input_delay [expr $clk_period * $clk_io_pct] -clock clk0 $non_clock_inputs
set_output_delay [expr $clk_period * $clk_io_pct] -clock clk0 [all_outputs]
[flow/design.v]
module mult32exact (a,b,y); 
input [31:0] a;
input [31:0] b; 
output [63:0] y; 
assign y = a*b ;
endmodule 
module ff_mult32appxMux(clk,aa,bb,yy1,yy2,yy3,yy_out);
input clk;
input [31:0] aa;
input [31:0] bb;
output [63:0] yy1,yy2,yy3,yy_out;
reg [31:0] a1;
reg [31:0] b1;
wire [63:0] y1;
wire [63:0] y2;
wire [63:0] y_out;
always @(posedge clk)
begin
a1 <= aa;
b1 <= bb;
yy_out <= y_out;
end
assign y_out = (y1 < y2)? y2 : y1;
signed_Mult32_3_Y81_final_2 m1 (a1,b1,y1);
mult32exact m2 (a1,b1,y2);
endmodule
module signed_Mult32_3_Y81_final_2 (a,b,y);  
input [31:0] a,b;
output [63:0] y;
reg [63:0] out_y; 
always @(a or b)
begin
out_y=0;
if( (~|a) | (~|b) ) out_y = 0;
else
begin
if ( b == 32'b1)
out_y = {32'd0,a};
else  
out_y = {31'd0,a ,1'd0};
end
end
assign y = out_y;
endmodule
[flow/run.sh]
#!/bin/bash
# OpenROAD 26Q1-2900-gdf79404cd8, Yosys 0.63+post, stock flow scripts
make -C /OpenROAD-flow-scripts/flow DESIGN_CONFIG=/design/flow/config.mk WORK_HOME=/design/flow/orfs finish
==> summary.txt <==
The implementation run finished. The flow ran to the end, and the final reports show no timing, DRC or antenna violations. Maximum number of pins on one net before global-route repair landed at 36. STA classifies the critical path startpoint as a flop. Proportion of netlist area held by the largest area contributor landed at 0.4452. TritonCTS built the clock tree. Max-slew check failures listed in the final report amount to 0.

The timing report shows the most common cell along the critical path to be sky130_fd_sc_hd__fa_1. Tally of buffers added on design ports landed at 128. At the floorplan stage, the core utilization is reported as 0.4029. Post-CTS setup buffer count landed at 0. For reference, the placement row count at floorplan is 116. Across the run, the number of max-cap violations was 0. The final weighted congestion recorded by global placement is 1.005.

For the worst setup path, the data required time is 25990 ps. The tool warning count for the run is 25. Largest stage delay on the critical path landed at 610 ps. In this build the clock could be raised as far as 97.77 MHz.

Number of placed I/O pins landed at 321. The registers of the reported paths see a clock transition of 60 ps. Warnings reported by Yosys during synthesis add up to 195. Initial DRC count landed at 1346. The longest clock path from root to sink contains 2 buffers. The slew check shows that the tightest pin keeps a relative margin of 0.4751. The detailed router reports a met2 wire length of 53620 um. By area the synthesized netlist is led by sky130_fd_sc_hd__fa_1 (45%), sky130_fd_sc_hd__and2_1 (10%), sky130_fd_sc_hd__ha_1 (9.2%). TritonRoute reported its final design rule violation total as 0. Post-synthesis cell count from yosys landed at 4450. Looking at area per cell type in the netlist, the leader is sky130_fd_sc_hd__fa_1. Layout-stage area growth over the synthesis result landed at 5.608%. Leftover overflow at the end of global routing landed at 0. Once detail routing completed, the nets flagged for antenna violations numbered 0. Wire length of the first global-routing pass landed at 178000 um. Total global-route track usage over all layers is 0.2423.

A synthesized cell averages 9.054 um^2. Quantity of gates resized following cts landed at 0. Count of state elements after synthesis landed at 128. After synthesis the cells add up to 40290 um^2.

Footprint of the flip-flops and latches landed at 2562 um^2. Placed wire-length estimate after detailed placement landed at 87680 um. Signal arrival time at the worst endpoint landed at 10620 ps. The path class of the tightest hold or removal check is reg -> reg. After detailed routing, the met3 layer carries 9731 um of wire. Of the available clock period, the critical path in the final layout requires 0.3995. Via count of the first global-routing pass landed at 30256.

Final-layout fill cell count landed at 9700. Number of cells in the finished layout apart from fillers landed at 5713. Post-route met1 wirelength landed at 44660 um. Slew at the pin closest to its max-slew limit landed at 784.5 ps. The last timing report of the flow puts the setup violation total at 0. For this run, the register share of the synthesized area comes to 0.06360. Buffers inserted during clock tree synthesis total 17.

Async set-or-reset flop fraction in the synthesized netlist landed at 0. Share of cells above drive strength 1 landed at 0.03533. Total of hold buffers inserted after clock tree synthesis landed at 0. The first TritonRoute pass finished after 5 iterations. The die is 319.4 um wide. Clock latency reported for the late side of the worst-skew pair landed at 520 ps.

Per the synth stats, the flop cell with the highest instance count is sky130_fd_sc_hd__dfxtp_1. STA lists the maximum fanout along the critical path as 35. The root buffer cell chosen for the clock tree is sky130_fd_sc_hd__clkbuf_16. Setup repair after global routing left no endpoint under its margin. Count of antenna diodes in the layout landed at 0. Maximum level of the CTS H-tree landed at 4. The wire length recorded after detailed routing is 111400 um.

Hold-check failures listed in the final report amount to 0. Counting I/O delays and the setup requirement, the final critical path takes 10230 ps. Post-placement cell count landed at 5681. Using the TritonRoute via totals, the vias-per-cell ratio works out to 4.933.

Synthesized instance count landed at 4450. The timing report shows that the slowest cell on the worst path is sky130_fd_sc_hd__fa_1. The worst setup path is captured at a flop. Count of library flops with an enable pin landed at 0. Height of the die landed at 319.4 um.

The worst setup path is of the reg -> reg kind. Number of antenna violations at the first check in global routing landed at 1. Synthesis instantiated 80 different standard cells from the library. The area taken by multi-input combinational cells is reported as 32570 um^2. Per the detail_route log, the uppermost layer with routed signals is met4. Area of the placeable core landed at 100000 um^2.

Post-route setup TNS landed at 0 ps. Chip footprint landed at 102000 um^2. Total number of clock tree sinks landed at 128. In the final routed layout, each cell accounts on average for 19.50 um.

Post-synth area from yosys stat landed at 40290 um^2. After layout, the setup clock skew is reported as 25.70 ps.

Across all layers, the routed design uses 28181 vias.
-- area by class of cell --
type,count,area share
flip-flops and latches,128,0.06022
clock buffers,18,0.01032
well taps,1298,0.03817
clock inverters,14,0.003411
multi-input cells,3155,0.7654
repair buffers,203,0.04334
inverters,897,0.07913
-- path summary, 6_finish.rpt --
path,startpoint,to,slack [ps],cells past startpoint
hold reg to reg,b1[0]$_DFF_P_,yy_out[0]$_DFF_P_,900,3
setup / recovery,a1[11]$_DFF_P_,yy_out[4]$_DFF_P_,15370,29
setup reg to reg,a1[11]$_DFF_P_,yy_out[4]$_DFF_P_,15370,29
hold / removal,b1[0]$_DFF_P_,yy_out[0]$_DFF_P_,900,3
-- synth_stat cells, types with 6 or more instances --
cell                       number
sky130_fd_sc_hd__a21o_1        25
sky130_fd_sc_hd__and2_1       650
sky130_fd_sc_hd__nand2b_1       9
sky130_fd_sc_hd__inv_1        897
sky130_fd_sc_hd__a21oi_1       85
sky130_fd_sc_hd__nand2_1      462
sky130_fd_sc_hd__o21ai_0       52
sky130_fd_sc_hd__or2_2         29
sky130_fd_sc_hd__xor2_1        23
sky130_fd_sc_hd__nor2b_1        7
sky130_fd_sc_hd__and4_1         7
sky130_fd_sc_hd__dfxtp_1      128
sky130_fd_sc_hd__nand4_1       37
sky130_fd_sc_hd__o21a_1        14
sky130_fd_sc_hd__buf_4        201
sky130_fd_sc_hd__o211ai_1      17
sky130_fd_sc_hd__clkbuf_1     237
sky130_fd_sc_hd__nor3_1        24
sky130_fd_sc_hd__o21bai_1      11
sky130_fd_sc_hd__or3_1          7
sky130_fd_sc_hd__mux2i_1       62
sky130_fd_sc_hd__fa_1         896
sky130_fd_sc_hd__ha_1         295
sky130_fd_sc_hd__nand3_1       20
sky130_fd_sc_hd__nor2_1        77
sky130_fd_sc_hd__nor4_1        20
sky130_fd_sc_hd__a21boi_0       7
sky130_fd_sc_hd__o211a_1        6
sky130_fd_sc_hd__a211oi_1      15
sky130_fd_sc_hd__xnor2_1       26
sky130_fd_sc_hd__buf_2         17
-- flip-flops by register name, indices dropped and copies added (netlist names) --
name	count
yy_out	64
a1	32
b1	32
-- layout by cell type, fill, tap and decap left out, types with 62 or more instances in the layout --
cell / synthesis / routed
sky130_fd_sc_hd__buf_4: 201 / 75
sky130_fd_sc_hd__and2_1: 650 / 649
sky130_fd_sc_hd__mux2i_1: 62 / 62
sky130_fd_sc_hd__fa_1: 896 / 896
sky130_fd_sc_hd__a21oi_1: 85 / 85
sky130_fd_sc_hd__inv_1: 897 / 897
sky130_fd_sc_hd__nor2_1: 77 / 77
sky130_fd_sc_hd__nand2_1: 462 / 462
sky130_fd_sc_hd__conb_1: 1 / 192
sky130_fd_sc_hd__clkdlybuf4s50_1: 0 / 128
sky130_fd_sc_hd__ha_1: 295 / 295
sky130_fd_sc_hd__dfxtp_1: 128 / 128
-- layer usage --
metal,global-route usage,vias up
li1,-,12728
met1,0.3346,14263
met2,0.3809,1038
met3,0.08329,152
met4,0.05716,0
met5,0,-
-- cell families (layout without fill, tap and decap cells) --
logic type,count (synthesis),after routing,synth area share
simple gates,1371,1371,0.1800
flops,128,128,0.06360
compound gates,286,286,0.04621
other cells,1,192,0.00009307
fa+ha+maj,1191,1191,0.5368
buf+inv,1358,1132,0.1460
xor+xnor,49,49,0.01065
mux,66,66,0.01661
-- critical path, delay by kind of cell, from the launching register on --
family | cells | cell delay (ps)
mux | 1 | 360
xor+xnor | 1 | 150
compound gates | 4 | 1490
buf+inv | 4 | 870
fa+ha+maj | 10 | 4810
simple gates | 9 | 2070
flops | 1 | 310
-- through the flow --
step             util  setup WS (ps)  hold slack, ps  instance area, um^2
2_1_floorplan       -          16930           588.5                41010
3_3_place_gp   0.4197          15480           885.4                41970
3_5_place_dp   0.4197          15520           884.7                41970
4_1_cts        0.4255          15420           896.6                42550
5_1_grt        0.4255          14810           923.9                42550
6_report       0.4255          15370           897.3                42550
