==> design.v <==
module ETAI32(A,B,S);  
input [31:0] A;
input [31:0] B;
output [32:0] S;
reg [19:0] S_20;
wire [19:0] ctl;
wire c5,c6,c7;
integer i;
	CTL uut1 (A[19:16],B[19:16], 2'b0,ctl[19:16] );
	CTL uut2 (A[15:12],B[15:12],{ctl[19],ctl[16]},ctl[15:12] ); 
	CTL uut3 (A[11:8],B[11:8],{ctl[15],ctl[12]},ctl[11:8] );
	CTL uut4 (A[7:4],B[7:4],{ctl[11],ctl[8]},ctl[7:4] );
        CTL uut5 (A[3:0],B[3:0],{ctl[7],ctl[4]},ctl[3:0] );
always@ (A or B) begin
	for (i=19;i>-1;i=i-1) begin  
	if ( ctl[i]) S_20[i] =1;
	else S_20[i] = A[i] ^ B[i];
	end
end
RCA4 F6(A[23:20],B[23:20],c5,{c6,S[23:20]}); 
RCA4 F7(A[27:24],B[27:24],c6,{c7,S[27:24]}); 
RCA4 F8(A[31:28],B[31:28],c7,S[32:28]);
assign S[19:0] = S_20;
assign c5= 1'b0;
endmodule
module CTL(A,B,ctl_i,ctl_o);  
    	input [3:0] A;	
	input [3:0] B;
    	input [1:0] ctl_i;
	output [3:0] ctl_o;
assign ctl_o[3] = ( (ctl_i[1]|ctl_i[0]) | (A[3]&B[3]) ) ? 1 : 0;
assign ctl_o[2] = ( (ctl_o[3]) | (A[2]&B[2]) ) ? 1 : 0;
assign ctl_o[1] = ( (ctl_o[2]) | (A[1]&B[1]) ) ? 1 : 0;
assign ctl_o[0] = ( (ctl_o[1]) | (A[0]&B[0]) ) ? 1 : 0;
endmodule
module ETAI8(A,B,S);
input [7:0] A;
input [7:0] B;
output [8:0] S;
reg [2:0] S_3;
wire [2:0] ctl;
integer i;
always@ (A or B) begin  
	for (i=2;i>-1;i=i-1) begin  
	if ( ctl[i]) S_3[i] =1;
	else S_3[i] = A[i] ^ B[i];
	end
end
assign S[8:3] = A[7:3] + B[7:3];
assign S[2:0] = S_3;
assign ctl[2] = ( (A[2]&B[2]) ) ? 1 : 0;
assign ctl[1] = ( (ctl[2]) | (A[1]&B[1]) ) ? 1 : 0;
assign ctl[0] = ( (ctl[1]) | (A[0]&B[0]) ) ? 1 : 0;
endmodule
module HA1(
    output S,C,
  input A,B
    );
 xor(S,A,B);
 and(C,A,B);
endmodule
module FA1(
    output S,Cout,
    input A,B,Cin
    );
 wire s1,c1,c2;
 HA HA1(s1,c1,A,B);
 HA HA2(S,c2,s1,Cin);
 or OG1(Cout,c1,c2);
endmodule
module HA(
input A,B,
output S,Cout
    );
xor(S,A,B);
and(Cout,A,B);
endmodule
module FA(
input A,B,Cin,
output S,Cout
    );
wire s1,c1,c2;
HA HA1(A,B,s1,c1);
HA HA2(s1,Cin,S,c2);
or OG1(Cout,c1,c2);
endmodule
module RCA4(
input [3:0] A,B,
input Cin,
output [4:0] S
);
wire c1,c2,c3;
 FA FA1(A[0],B[0],Cin,S[0],c1),
    FA2(A[1],B[1],c1,S[1],c2),
    FA3(A[2],B[2],c2,S[2],c3),
    FA4(A[3],B[3],c3,S[3],S[4]);
endmodule
module RCA8(
    input [7:0] A,B,
    input Cin,
    output [8:0] S
    );
wire c1;
RCA4 F1(A[3:0],B[3:0],1'b0,{c1,S[3:0]});
RCA4 F2(A[7:4],B[7:4],c1,S[8:4]);
endmodule
module RCA32(
    input [31:0] A,B,
    output [32:0] S
    );
wire c1,c2,c3,c4,c5,c6,c7;
RCA4 F1(A[3:0],B[3:0]  ,1'b0,{c1,S[3:0]});
RCA4 F2(A[7:4],B[7:4]	 ,c1,{c2,S[7:4]});
RCA4 F3(A[11:8],B[11:8]	 ,c2,{c3,S[11:8]}); 
RCA4 F4(A[15:12],B[15:12],c3,{c4,S[15:12]}); 
RCA4 F5(A[19:16],B[19:16],c4,{c5,S[19:16]}); 
RCA4 F6(A[23:20],B[23:20],c5,{c6,S[23:20]}); 
RCA4 F7(A[27:24],B[27:24],c6,{c7,S[27:24]}); 
RCA4 F8(A[31:28],B[31:28],c7,S[32:28]);
endmodule
==> run.sh <==
#!/bin/bash
# OpenROAD 26Q1-2900-gdf79404cd8, Yosys 0.63+post, stock flow scripts
make -C /OpenROAD-flow-scripts/flow DESIGN_CONFIG=/design/flow/config.mk WORK_HOME=/design/flow/orfs finish
==> config.mk <==
export PLATFORM = sky130hd
export DESIGN_NAME = ETAI32
export DESIGN_NICKNAME = ETAI32
export VERILOG_FILES = /design/flow/design.v
export SDC_FILE = /design/flow/constraint.sdc
export NUM_CORES = 4
export LEC_CHECK = 1
export CORE_AREA = 10 10 70 70
export DIE_AREA = 0 0 80 80
==> constraint.sdc <==
current_design ETAI32

set clk_period 10.3
set clk_io_pct 0.2

create_clock -name clk0 -period $clk_period

set non_clock_inputs [all_inputs -no_clocks]
set_input_delay [expr $clk_period * $clk_io_pct] -clock clk0 $non_clock_inputs
set_output_delay [expr $clk_period * $clk_io_pct] -clock clk0 [all_outputs]
==> reports/metrics.yaml <==
global_routing:
  grt-ovfl-total: 0
  grt_use_total_pct: 8.82
  grt_pass1_wl_mm: 4.66
  antenna_found_initial: 0
  grt_max_degree: 9
  grt_pass1_vias: 986
timing:
  tightest_slew_ns: 0.342
  finalClockPeriodUsage_pct: 92.6
  setup_viol: 0
  finalHoldViolCount: 0
  tns_ns: 0
  rsz0062_at_grt: "false"
  slew_viol_final: 0
  hold_slack_ns: 5.15
  fin_crit_ns: 9.54
  max_slew_margin_pct: 77.0
  clock.fmax_mhz: 105
final_layout:
  final_cell_mix: "97 x clkdlybuf4s50_1, 20 x ha_1, 11 x fa_1"
  design.seq.count: 0
  drive_above_1_share_pct: 7.14
  regArea_um2: 0
  mostFrequentLayoutCell: "clkdlybuf4s50_1"
  clock_buffers: 0
  area_growth_pct: 112
  stdcell_area_um2: 1760
  final_cells: 214
die:
  core_area_um2: 3420
  die_y_um: 80
  rows: 21
  ioPinCount: 97
  fp_util_pct: 24.4
  die-area_um2: 6400
  die_w_um: 80
worst_setup_path:
  path_cells: "clkdlybuf4s50_1 -> ha_1 -> fa_1 -> fa_1 -> fa_1 -> fa_1 -> fa_1 -> fa_1 -> fa_1 -> fa_1 -> fa_1 -> fa_1 -> inv_1 -> fa_1 -> inv_1 -> clkdlybuf4s50_1"
  worstSetupStartpointType: "primary input"
  crit_type: "in2out"
  cpPeakStageDelay_ns: 0.47
  path_max_fanout: 1
  crit_top_cell: "fa_1"
  crit_slowest_cell: "clkdlybuf4s50_1"
  worstPathRequired_ns: 8.24
  arrival_ns: 7.48
  crit_path_end_kind: "primary output"
power_and_ir_drop:
  ir_worst_vdd_v: 0.0000195
  leakage_uw: 0.000705
  p_sw_uw: 18.7
  clockPowerShare_pct: 0
  total_power_uw: 70.5
  p_sw_share_pct: 26.5
  intPower_uw: 51.8
  p_comb_share_pct: 100.0
  seqPwrFrac_pct: 0
  p_per_area_nw_per_um2: 40.0
drt:
  antenna_cells: 0
  ant_nets: 0
  drt-wirelength-per-cell_um: 13.9
  wl_mm: 2.97
  drtIter0Drc: 4
  num_vias: 914
  routed_via_density: 4.27
  drc: 0
  first_pass_iters: 2
placement:
  io_buffers: 97
  dp.cells: 214
  globalplace.congestion: 0.779
  dpl-instance-area_um2: 1760
  dp_hpwl_mm: 2.83
yosys:
  ys_seq_share_pct: 0
  synth_area_um2: 833
  yosys_warnings: 1
  synth.distinct_cells: 21
  synthCells: 84
  yosysChipArea_um2: 833
  syn_area_per_cell_um2: 9.92
  synth_stat.cells: 84
job:
  tool_warnings: 32
  maxCapViolCount: 0
min_path:
  min_path_type: "in2out"
outcome:
  status: "finished clean"
clock_tree:
  cts_setup_buffers: 0
  cts_hold_repair.buffers: 0
  postCtsResizedCells: 0
## power by group through the flow
| stage | registers [uW] | logic, uW | clock network (uW) |
|---|---|---|---|
| 4_1_cts | 0 | 72.6 | 0 |
| 5_1_grt | 0 | 79.6 | 0 |
| 6_report | 0 | 70.5 | 0 |
## synthesized netlist by cell type
cell,count,area (um^2)
or4_4,1,11.3
nor4_1,4,25.0
or4_2,2,17.5
or4b_2,1,10.0
nand2b_1,2,12.5
nand3_1,1,5.00
buf_4,13,97.6
nor3_1,1,5.00
or3_2,3,22.5
a211o_1,1,8.76
or4_1,3,22.5
inv_1,5,18.8
or3_1,5,31.3
nand2_1,3,11.3
a211oi_4,1,20.0
nor2_1,2,7.51
nand4_1,1,6.26
fa_1,11,220
ha_1,20,250
or3_4,1,11.3
or2_2,3,18.8
## worst paths after layout
check / start / to / slack, ns / cells after the start
max: A[20] / S[31] / 0.76 / 16
min: B[20] / S[20] / 5.15 / 3
## routing by layer
layer  wire length [um]  GRT usage [%]
met4                  0              0
met1               1080           9.99
met3                544           5.80
met5                  0              0
met2               1350           14.4
## cell type report
type                            instances  area (um^2)
Inverter                                5         18.8
Tap cell                               46         57.6
Multi-Input combinational cell         66          717
Fill cell                             319         1650
Timing Repair Buffer                   97          971
## worst max-delay path: cells and delay by family
kind | cells | cell delay (ns)
fa+ha+maj | 12 | 4.39
buf+inv | 4 | 1.01
## cell families after synthesis
logic type	synth area share (%)
adder cells (fa/ha/maj)	56.5
buffers and inverters	14.0
AND-OR/OR-AND	3.45
AND/OR/NAND/NOR	26.1
## stage by stage
step,worst slack [ns],util [%]
final,0.764,51.6
after global routing,0.570,51.6
after CTS,0.726,51.6
after detailed placement,0.741,51.6
after global placement,0.756,51.6
after floorplan,1.64,-
Power is estimated from default activity; no workload was simulated.
